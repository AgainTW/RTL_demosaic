## ./design.v

```verilog
module demosaic(clk, reset, in_en, data_in, wr_r, addr_r, wdata_r, rdata_r, wr_g, addr_g, wdata_g, rdata_g, wr_b, addr_b, wdata_b, rdata_b, done);
input clk;
input reset;
input in_en;
input [7:0] data_in;
output reg wr_r;
output reg [13:0] addr_r;
output reg [7:0] wdata_r;
input [7:0] rdata_r;
output reg wr_g;
output reg [13:0] addr_g;
output reg [7:0] wdata_g;
input [7:0] rdata_g;
output reg wr_b;
output reg [13:0] addr_b;
output reg [7:0] wdata_b;
input [7:0] rdata_b;
output reg done;
localparam INIT = 0;
localparam READ_DATA = 1;
localparam Bilinear = 2;
localparam type_a = 3;
localparam type_b = 4;
localparam type_c = 5;
localparam type_d = 6;
localparam dobeter = 7;
localparam FINISH = 8;
reg [3:0] state, nextState;
reg [13:0] center;  
reg [2:0] counter; 
reg [9:0] r_Sum, g_Sum, b_Sum;  
wire [6:0] x_add1,x_minus1,y_add1,y_minus1;
wire [13:0] center_delay;
assign center_delay = center - 14'd1;
assign x_add1 = center_delay[13:7] + 7'd1;
assign x_minus1 = center_delay[13:7] - 7'd1;
assign y_add1 = center_delay[6:0] + 7'd1 ;
assign y_minus1 = center_delay[6:0] - 7'd1;
always @(posedge clk or posedge reset) begin
	if(reset) state <= INIT;
	else state <= nextState;
end
always @(*) begin
	case (state)
		INIT: nextState = (in_en)? READ_DATA : INIT;
		READ_DATA: nextState = (center == 14'd16383)? Bilinear : READ_DATA;
		Bilinear:begin
			if ( center==14'd16383 ) begin 
				nextState = FINISH;
			end
			else if ( center[13:7]==7'd0 || center[13:7]==7'd127 || center[6:0]==7'd0 || center[6:0]==7'd127 ) begin 
				nextState = Bilinear;
			end
			else if ( center[7]==1'd1 && center[0]==1'd0 ) begin 
				nextState = type_b;
			end
			else if ( center[7]==1'd0 && center[0]==1'd0 ) begin 
				nextState = type_d;
			end
			else if ( center[7]==1'd1 && center[0]==1'd1 ) begin 
				nextState = type_a;
			end
			else if ( center[7]==1'd0 && center[0]==1'd1 ) begin 
				nextState = type_c;
			end
			else begin
				nextState = Bilinear;
			end
		end
		type_b: nextState = (counter == 3'd5)? Bilinear : type_b;
		type_d: nextState = (counter == 3'd3)? Bilinear : type_d;
		type_a: nextState = (counter == 3'd3)? Bilinear : type_a;
		type_c: nextState = (counter == 3'd5)? Bilinear : type_c;
		FINISH: nextState = FINISH;
		default: nextState = INIT;
	endcase
end
always @(posedge clk or posedge reset) begin
	if (reset) begin
		done <= 1'd0;
		wr_r <= 1'd0;
		wr_g <= 1'd0;
		wr_b <= 1'd0;
		addr_r <= 14'd0;
		addr_g <= 14'd0;
		addr_b <= 14'd0;
		wdata_r <= 8'd0;
		wdata_g <= 8'd0;
		wdata_b <= 8'd0;
		center <= {7'd0 , 7'd0};
		counter <= 3'd0;
		r_Sum <= 9'd0; 
		g_Sum <= 9'd0; 
		b_Sum <= 9'd0; 
	end
	else begin
		case (state)
			INIT:begin
				if (in_en) begin
					done <= 1'd0;
				end
				wr_g <= 1'd1;
				addr_g <= 14'd0;
				wdata_g <= data_in;
			end
			READ_DATA:begin
				wr_r <= 1'd0;
				wr_g <= 1'd0;
				wr_b <= 1'd0;
				addr_r <= 14'd0;
				addr_g <= 14'd0;
				addr_b <= 14'd0;
				wdata_r <= 8'd0;
				wdata_g <= 8'd0;
				wdata_b <= 8'd0;
				if (center==14'd0) begin
					center <= 14'd2;
					wr_r <= 1'd1;
					addr_r <= 14'd1;
					wdata_r <= data_in;
				end
				else begin
					if ( (center[7]==1'd0 && center[0]==1'd0) || (center[7]==1'd1 && center[0]==1'd1) ) begin
						wr_g <= 1'd1;
						addr_g <= center;
						wdata_g <= data_in;
					end
					else if ( center[7]==1'd1 ) begin
						wr_b <= 1'd1;
						addr_b <= center;
						wdata_b <= data_in;
					end
					else begin
						wr_r <= 1'd1;
						addr_r <= center;
						wdata_r <= data_in;
					end
					center <= center + 14'd1;
				end
			end
			Bilinear: begin
				wr_r <= 1'd0;
				wr_g <= 1'd0;
				wr_b <= 1'd0;
				counter <= 3'd0;
				center = center + 14'd1;
				r_Sum <= 10'd0;
				g_Sum <= 10'd0;
				b_Sum <= 10'd0;
			end
			type_b: begin
				wr_r <= 1'd0;
				wr_g <= 1'd0;
				wr_b <= 1'd0;
				addr_r <= 14'd0;
				addr_g <= 14'd0;
				addr_b <= 14'd0;
				wdata_r <= 8'd0;
				wdata_g <= 8'd0;
				wdata_b <= 8'd0;
				if ( counter==3'd0 ) begin
					r_Sum <= 1'd0;
					g_Sum <= 1'd0;
					addr_r <= {x_minus1, y_minus1};
					addr_g <= {x_minus1, center_delay[6:0]};
				end
				else if ( counter==3'd1 ) begin
					r_Sum <= rdata_r;
					g_Sum <= rdata_g;
					addr_r <= {x_add1, y_minus1};
					addr_g <= {x_add1, center_delay[6:0]};
				end
				else if ( counter==3'd2 ) begin
					r_Sum <= r_Sum + rdata_r;
					g_Sum <= g_Sum + rdata_g;
					addr_r <= {x_minus1, y_add1};
					addr_g <= {center_delay[13:7], y_minus1};
				end
				else if ( counter==3'd3 ) begin
					r_Sum <= r_Sum + rdata_r;
					g_Sum <= g_Sum + rdata_g;
					addr_r <= {x_add1, y_add1};
					addr_g <= {center_delay[13:7], y_add1};
				end
				else if ( counter==3'd4 ) begin
					wr_r <= 1'd1;
					addr_r <= center_delay;
					wdata_r <= (r_Sum + rdata_r)>>2;
					wr_g <= 1'd1;
					addr_g <= center_delay;
					wdata_g <= (g_Sum + rdata_g)>>2;
				end
				counter <= counter + 3'd1;
			end
			type_d: begin
				wr_r <= 1'd0;
				wr_g <= 1'd0;
				wr_b <= 1'd0;
				addr_r <= 14'd0;
				addr_g <= 14'd0;
				addr_b <= 14'd0;
				wdata_r <= 8'd0;
				wdata_g <= 8'd0;
				wdata_b <= 8'd0;
				if ( counter==3'd0 ) begin
					r_Sum <= 1'd0;
					b_Sum <= 1'd0;
					addr_r <= {center_delay[13:7], y_minus1};
					addr_b <= {x_minus1, center_delay[6:0]};
				end
				else if ( counter==3'd1 ) begin
					r_Sum <= rdata_r;
					b_Sum <= rdata_b;
					addr_r <= {center_delay[13:7], y_add1};
					addr_b <= {x_add1, center_delay[6:0]};
				end
				else if ( counter==3'd2 ) begin
					wr_r <= 1'd1;
					addr_r <= center_delay;
					wdata_r <= (r_Sum + rdata_r)>>1;
					wr_b <= 1'd1;
					addr_b <= center_delay;
					wdata_b <= (b_Sum + rdata_b)>>1;
				end
				counter <= counter + 3'd1;
			end
			type_a: begin
				wr_r <= 1'd0;
				wr_g <= 1'd0;
				wr_b <= 1'd0;
				addr_r <= 14'd0;
				addr_g <= 14'd0;
				addr_b <= 14'd0;
				wdata_r <= 8'd0;
				wdata_g <= 8'd0;
				wdata_b <= 8'd0;
				if ( counter==3'd0 ) begin
					r_Sum <= 1'd0;
					b_Sum <= 1'd0;
					addr_r <= {x_minus1, center_delay[6:0]};
					addr_b <= {center_delay[13:7], y_minus1};
				end
				else if ( counter==3'd1 ) begin
					r_Sum <= rdata_r;
					b_Sum <= rdata_b;
					addr_r <= {x_add1, center_delay[6:0]};
					addr_b <= {center_delay[13:7], y_add1};
				end
				else if ( counter==3'd2 ) begin
					wr_r <= 1'd1;
					addr_r <= center_delay;
					wdata_r <= (r_Sum + rdata_r)>>1;
					wr_b <= 1'd1;
					addr_b <= center_delay;
					wdata_b <= (b_Sum + rdata_b)>>1;
				end
				counter <= counter + 3'd1;
			end
			type_c: begin
				wr_r <= 1'd0;
				wr_g <= 1'd0;
				wr_b <= 1'd0;
				addr_r <= 14'd0;
				addr_g <= 14'd0;
				addr_b <= 14'd0;
				wdata_r <= 8'd0;
				wdata_g <= 8'd0;
				wdata_b <= 8'd0;
				if ( counter==3'd0 ) begin
					g_Sum <= 1'd0;
					b_Sum <= 1'd0;
					addr_g <= {x_minus1, center_delay[6:0]};
					addr_b <= {x_minus1, y_minus1};
				end
				else if ( counter==3'd1 ) begin
					g_Sum <= rdata_g;
					b_Sum <= rdata_b;
					addr_g <= {x_add1, center_delay[6:0]};
					addr_b <= {x_add1, y_minus1};
				end
				else if ( counter==3'd2 ) begin
					g_Sum <= g_Sum + rdata_g;
					b_Sum <= b_Sum + rdata_b;
					addr_g <= {center_delay[13:7], y_minus1};
					addr_b <= {x_minus1, y_add1};
				end
				else if ( counter==3'd3 ) begin
					g_Sum <= g_Sum + rdata_g;
					b_Sum <= b_Sum + rdata_b;
					addr_g <= {center_delay[13:7], y_add1};
					addr_b <= {x_add1, y_add1};
				end
				else if ( counter==3'd4 ) begin
					wr_g <= 1'd1;
					addr_g <= center_delay;
					wdata_g <= (g_Sum + rdata_g)>>2;
					wr_b <= 1'd1;
					addr_b <= center_delay;
					wdata_b <= (b_Sum + rdata_b)>>2;
				end
				counter <= counter + 3'd1;
			end
			FINISH: begin
				done <= 1'd1;
			end
		endcase
	end
end
endmodule
```

## ./run.sh

```bash
#!/bin/bash
# OpenROAD 26Q1-2900-gdf79404cd8, Yosys 0.63+post, stock flow scripts
make -C /OpenROAD-flow-scripts/flow DESIGN_CONFIG=/design/flow/config.mk WORK_HOME=/design/flow/orfs finish
```

## ./config.mk

```make
export PLATFORM = sky130hd
export DESIGN_NAME = demosaic
export DESIGN_NICKNAME = demosaic
export VERILOG_FILES = /design/flow/design.v
export SDC_FILE = /design/flow/constraint.sdc
export NUM_CORES = 4
export LEC_CHECK = 1
export CORE_UTILIZATION = 50
```

## ./constraint.sdc

```tcl
current_design demosaic

set clk_period 5.5
set clk_io_pct 0.2

create_clock -name clk0 -period $clk_period [get_ports {clk}]

set non_clock_inputs [all_inputs -no_clocks]
set_input_delay [expr $clk_period * $clk_io_pct] -clock clk0 $non_clock_inputs
set_output_delay [expr $clk_period * $clk_io_pct] -clock clk0 [all_outputs]
```

==> results.json <==
{
  "maxClockFrequency_mhz": 245,
  "floorplan.rows": 49,
  "warning_count": 40,
  "ios": 105,
  "yosys-top-cells-area": "sky130_fd_sc_hd__dfrtp_1, sky130_fd_sc_hd__ha_1, sky130_fd_sc_hd__a21oi_1, sky130_fd_sc_hd__nor2_1, sky130_fd_sc_hd__o21ai_0",
  "internal-power_mw": 1.67,
  "total_power_mw": 2.18,
  "post_synthesis_sequential_area_ratio_pct": 33.8,
  "finalCritPeriodShare_pct": 74.1,
  "number_of_antenna_violations_at_the_first_check_in_global_routing": 0,
  "clock_skew_ns": 0.00850,
  "postCtsHoldBufs": 0,
  "final_area_mm2": 0.0111,
  "clkLatencyLatePin_ns": 0.42,
  "yosys_warnings": 1,
  "insertedDiodeCount": 0,
  "yosys.area_share.simple_pct": 18.1,
  "areaGrowthSynthToFinish_pct": 19.4,
  "xor_share_pct": 6.67,
  "fp-utilization_pct": 51.2,
  "critical_path.max_fanout": 29,
  "final-comb-area_mm2": 0.00564,
  "p_clk_share_pct": 50.6,
  "path_delay_family": "AND-OR/OR-AND gates",
  "synthesis.area_per_instance_um2": 8.39,
  "enable_flop_cells": 0,
  "numClockSinks": 125,
  "dr_total_vias": 9248,
  "crit_required_ns": 5.80,
  "detail-route-antenna-nets": 0,
  "worst_ep_arrival_time_ns": 4.37,
  "critical-path-max-stage-delay_ns": 0.63,
  "mostFrequentLayoutCell": "sky130_fd_sc_hd__dfrtp_1",
  "whs_ns": 0.477,
  "drt-pass1-iter-count": 25,
  "cp_cell_instances": "buf_4 -> inv_1 -> ha_1 -> nor3b_2 -> nand2_1 -> xnor2_1 -> inv_1 -> ha_1 -> nand3_1 -> a211oi_2 -> o22a_1 -> a21oi_2 -> nor2_1 -> a221o_1",
  "timing.final.hold_violations": 0,
  "post_cts_buffers": 0,
  "grt_util_all_layers_pct": 37.5,
  "max_cap_violations": 0,
  "first_iter_violations": 969,
  "cts-root-to-sink-buffers": 2,
  "power_per_cell_area_mw_per_mm2": 197,
  "yosys-stat-cells": 1104,
  "worst_slew_pin_slew_ns": 1.05,
  "grt_first_pass_wirelength_um": 52200,
  "die_h_um": 138,
  "power.switching_uw": 510,
  "power.share.combinational_pct": 6.8,
  "gpl.final_weighted_congestion": 0.984,
  "worst-setup-path-type": "register to register",
  "synth_chip_area_mm2": 0.00926,
  "peakVddDrop_v": 0.000218,
  "avgViaCountPerCell": 6.47,
  "port_buffers": 104,
  "slew_headroom_pct": 29.8,
  "first_global_vias": 8745,
  "synthDominantCellAreaShare_pct": 33.5,
  "routed_wl_um": 33900,
  "chip_area_mm2": 0.0191,
  "post_route_cells_drive_above_1_share_pct": 7.91,
  "yosys_register_bits": 125,
  "number_of_library_cell_types_mapped_by_synthesis": 85,
  "synthDominantAreaCellType": "sky130_fd_sc_hd__dfrtp_1",
  "cts_inserted_buffers": 17,
  "cts_resized": 0,
  "fp.dieW_um": 138,
  "netlist_instances": 1104,
  "cp-end-kind": "register",
  "max_transition_viols_final": 0,
  "postSynth.asyncResetShare_pct": 100,
  "mapped_area_mm2": 0.00926,
  "switching_share_pct": 23.4,
  "clock_tree.htree_level_count": 4,
  "area_taken_by_flip_flops_and_latches_mm2": 0.00313,
  "run_status": "complete, no violations",
  "post-route-min-period_ns": 4.08,
  "post_drt_wl_per_cell_um": 23.7,
  "rsz0062_at_grt": "false",
  "clk_pin_slew_ns": 0.06,
  "grt.overflow.total": 0,
  "setup-violations-final": 0,
  "top_logic_kind": "AND-OR/OR-AND gates",
  "detail_route.drc_violations": 0,
  "fin_tns_setup_ns": 0,
  "aoi_share_pct": 29.0,
  "fillers": 1543,
  "ys_sh_adder_pct": 6.73,
  "highest_count_cells_in_the_layout_ignoring_fill_and_taps": "sky130_fd_sc_hd__dfrtp_1, sky130_fd_sc_hd__nor2_1, sky130_fd_sc_hd__nand2_1",
  "muxShareOfSynthArea_pct": 0.324,
  "ctsRootBufferMaster": "sky130_fd_sc_hd__clkbuf_16",
  "critPathBufInv": 3,
  "tightest_hold_check_type": "register to register",
  "hpwl_um": 24000,
  "power.share.sequential_pct": 42.6,
  "cp-start-kind": "register",
  "flop_cell": "sky130_fd_sc_hd__dfrtp_1",
  "cts_tree": "done",
  "core-area_mm2": 0.0181,
  "timing.critical_path.slowest_stage_cell": "sky130_fd_sc_hd__xnor2_1",
  "grt_max_degree": 76,
  "leakagePower_nw": 4.58,
  "dpl-instance-area_mm2": 0.0105
}
[synthesized netlist by cell type (4+ instances only)]
master	n
sky130_fd_sc_hd__a21o_1	6
sky130_fd_sc_hd__xor2_1	15
sky130_fd_sc_hd__o221ai_1	11
sky130_fd_sc_hd__a31oi_1	8
sky130_fd_sc_hd__o22a_1	4
sky130_fd_sc_hd__nand2b_1	8
sky130_fd_sc_hd__a32oi_1	6
sky130_fd_sc_hd__or3_1	9
sky130_fd_sc_hd__a21oi_1	102
sky130_fd_sc_hd__o211ai_1	13
sky130_fd_sc_hd__a221oi_1	12
sky130_fd_sc_hd__inv_1	33
sky130_fd_sc_hd__dfrtp_1	124
sky130_fd_sc_hd__xnor2_1	50
sky130_fd_sc_hd__a211oi_1	7
sky130_fd_sc_hd__a22oi_1	25
sky130_fd_sc_hd__o22ai_1	16
sky130_fd_sc_hd__nor2_1	123
sky130_fd_sc_hd__nand2_1	116
sky130_fd_sc_hd__a221o_1	16
sky130_fd_sc_hd__or2_2	4
sky130_fd_sc_hd__and3_1	6
sky130_fd_sc_hd__o21ai_1	4
sky130_fd_sc_hd__o21ai_0	88
sky130_fd_sc_hd__clkbuf_1	54
sky130_fd_sc_hd__nand3_1	26
sky130_fd_sc_hd__a21boi_0	4
sky130_fd_sc_hd__clkbuf_8	9
sky130_fd_sc_hd__a222oi_1	16
sky130_fd_sc_hd__nor3_1	22
sky130_fd_sc_hd__nand4_1	12
sky130_fd_sc_hd__and2_1	4
sky130_fd_sc_hd__ha_1	45
sky130_fd_sc_hd__nor2b_1	13
sky130_fd_sc_hd__nor4_1	6
sky130_fd_sc_hd__a22o_1	9
[layout make-up]
class / count / share of cell area [%]
clock buffer: 22 / 4.11
multi-input combinational: 874 / 51.0
clock inverter: 9 / 1.03
timing repair buffer: 136 / 11.7
sequential: 125 / 28.3
tap: 229 / 2.59
inverter: 35 / 1.21
[metal layers]
metal	global-route usage (%)	routed length, µm
met1	54.7	13900
met2	54.5	14800
met3	11.2	3720
met4	13.8	1500
met5	0	0
[state kept, by name, summed over array words and instances, names as in the netlist]
name	count
addr_b	14
addr_g	14
addr_r	14
b_Sum	10
center	14
counter	3
done	1
g_Sum	10
r_Sum	10
state	8
wdata_b	8
wdata_g	8
wdata_r	8
wr_b	1
wr_g	1
wr_r	1
[worst paths after layout]
path / startpoint / to / slack [ns] / cells past startpoint
setup / recovery: center[0]$_DFFE_PP0P_ / addr_b[13]$_DFFE_PP0P_ / 1.42 / 14
hold / removal: addr_g[1]$_DFFE_PP0P_ / addr_g[1]$_DFFE_PP0P_ / 0.48 / 2
setup reg to reg: center[0]$_DFFE_PP0P_ / addr_b[13]$_DFFE_PP0P_ / 1.42 / 14
hold reg to reg: addr_g[1]$_DFFE_PP0P_ / addr_g[1]$_DFFE_PP0P_ / 0.48 / 2
max in group asynchronous: reset / addr_r[9]$_DFFE_PP0P_ / 3.49 / 3
min in group asynchronous: reset / done$_DFFE_PP0P_ / 1.14 / 2
[metrics by stage]
step / util [%] / instances / setup slack (ns)
floorplan: - / 1104 / 1.07
global placement: 58.0 / 1399 / 1.64
detailed placement: 58.0 / 1399 / 1.54
CTS: 61.1 / 1430 / 1.51
global route: 61.1 / 1430 / 1.18
finish: 61.1 / 1430 / 1.42
[power groups by stage]
| stage | combinational [mW] | clock (mW) | sequential [mW] |
|---|---|---|---|
| finish | 0.148 | 1.10 | 0.927 |
| global route | 0.166 | 1.16 | 0.927 |
| CTS | 0.149 | 1.12 | 0.927 |
[logic make-up after synthesis]
logic type / after synthesis
xor gates and xnor gates: 68
muxes: 3
adders and majority gates: 48
and+or+nand+nor: 363
AOI/OAI and AO/OA: 392
buffers and inverters: 105
DFF: 125
[worst reg2reg max path, stage by stage, from the launching register on]
cell and delay, ns:
sky130_fd_sc_hd__dfrtp_1 0.36, sky130_fd_sc_hd__buf_4 0.23, sky130_fd_sc_hd__inv_1 0.26, sky130_fd_sc_hd__ha_1 0.34, sky130_fd_sc_hd__nor3b_2 0.50, sky130_fd_sc_hd__nand2_1 0.13
sky130_fd_sc_hd__xnor2_1 0.63, sky130_fd_sc_hd__inv_1 0.17, sky130_fd_sc_hd__ha_1 0.30, sky130_fd_sc_hd__nand3_1 0.10, sky130_fd_sc_hd__a211oi_2 0.07, sky130_fd_sc_hd__o22a_1 0.23
sky130_fd_sc_hd__a21oi_2 0.20, sky130_fd_sc_hd__nor2_1 0.09, sky130_fd_sc_hd__a221o_1 0.35
